`design/flow/design.v`:
```
module gost89_cfb(
  input logic              clk,
  input logic              reset,
  input logic              mode,
  input logic              load_data,
  input logic      [511:0] sbox,
  input logic      [255:0] key,
  input logic      [63:0]  in,
  output logic [63:0]  out,
  output logic         busy
);
  logic  [63:0] gamma;
  logic  [63:0] in_value;
  logic [63:0] out_ecb;
  logic        reset_ecb, load_ecb, busy_ecb;
  assign load_ecb = !reset && load_data;
  assign reset_ecb = load_ecb;
  gost89_ecb_encrypt
    ecb_encrypt(.clk, .reset(reset_ecb), .load_data(load_ecb), .sbox, .key, .in(gamma), .out(out_ecb), .busy(busy_ecb));
  always_ff @(posedge clk) begin
    if (reset && !load_data) begin
      gamma <= in;
      busy <= 0;
    end
    if (!reset & load_data) begin
      in_value <= in;
      busy <= 1;
    end
    if (!reset && !load_data && !busy_ecb && busy) begin
      if (mode) gamma <= in_value;
      else      gamma <= out_ecb ^ in_value;
      out   <= out_ecb ^ in_value;
      busy  <= 0;
    end
  end
endmodule
module gost89_cfb_encrypt(
  input logic              clk,
  input logic              reset,
  input logic              load_data,
  input logic      [511:0] sbox,
  input logic      [255:0] key,
  input logic      [63:0]  in,
  output logic [63:0]  out,
  output logic         busy
);
  logic  [63:0] gamma;
  logic  [63:0] in_value;
  logic [63:0] out_ecb;
  logic        load_ecb, busy_ecb;
  assign load_ecb = !reset && load_data;
  assign reset_ecb = load_ecb;
  gost89_ecb_encrypt
    ecb_encrypt(clk, reset_ecb, load_ecb, sbox, key, gamma, out_ecb, busy_ecb);
  always_ff @(posedge clk) begin
    if (reset && !load_data) begin
      gamma <= in;
      busy <= 0;
    end
    if (!reset & load_data) begin
      in_value <= in;
      busy <= 1;
    end
    if (!reset && !load_data && !busy_ecb && busy) begin
      gamma <= out_ecb ^ in_value;
      out   <= out_ecb ^ in_value;
      busy  <= 0;
    end
  end
endmodule
module gost89_cfb_decrypt(
  input logic              clk,
  input logic              reset,
  input logic              load_data,
  input logic      [511:0] sbox,
  input logic      [255:0] key,
  input logic      [63:0]  in,
  output logic [63:0]  out,
  output logic         busy
);
  logic  [63:0] gamma;
  logic  [63:0] in_value;
  logic [63:0] out_ecb;
  logic        load_ecb, busy_ecb;
  assign load_ecb = !reset && load_data;
  assign reset_ecb = load_ecb;
  gost89_ecb_encrypt
    ecb_encrypt(clk, reset_ecb, load_ecb, sbox, key, gamma, out_ecb, busy_ecb);
  always_ff @(posedge clk) begin
    if (reset && !load_data) begin
      gamma <= in;
      busy <= 0;
    end
    if (!reset & load_data) begin
      in_value <= in;
      busy <= 1;
    end
    if (!reset && !load_data && !busy_ecb && busy) begin
      gamma <= in_value;
      out   <= out_ecb ^ in_value;
      busy  <= 0;
    end
  end
endmodule
module gost89_ecb(
  input logic          clk,
  input logic          reset,
  input logic          mode,
  input logic          load_data,
  input logic  [511:0] sbox,
  input logic  [255:0] key,
  input logic  [63:0]  in,
  output logic [63:0]  out,
  output logic         busy
);
  logic  [5:0]  round_num;
  logic  [31:0] n1, n2, round_key;
  logic [31:0] out1, out2;
  gost89_round
    rnd(.*, .key(round_key));
  always_ff @(posedge clk) begin
    if (load_data) begin
      n1 <= in[63:32];
      n2 <= in[31:0];
      busy <= 1;
      round_num <= 0;
    end
    if (reset && !load_data) begin
      busy <= 0;
      round_num <= 32;
    end
    if (!reset && !load_data) begin
      if (round_num < 32)
        round_num <= round_num + 1;
      if (round_num > 0 && round_num < 32) begin
        n1 <= out1;
        n2 <= out2;
      end
      if (round_num == 32) begin
        out[63:32] <= out2;
        out[31:0]  <= out1;
        busy <= 0;
      end
    end
  end
  always_ff @(posedge clk) begin
    if (mode)
      case (round_num)
        0:  round_key <= key[255:224];
        1:  round_key <= key[223:192];
        2:  round_key <= key[191:160];
        3:  round_key <= key[159:128];
        4:  round_key <= key[127:96];
        5:  round_key <= key[95:64];
        6:  round_key <= key[63:32];
        7:  round_key <= key[31:0];
        8:  round_key <= key[31:0];
        9:  round_key <= key[63:32];
        10: round_key <= key[95:64];
        11: round_key <= key[127:96];
        12: round_key <= key[159:128];
        13: round_key <= key[191:160];
        14: round_key <= key[223:192];
        15: round_key <= key[255:224];
        16: round_key <= key[31:0];
        17: round_key <= key[63:32];
        18: round_key <= key[95:64];
        19: round_key <= key[127:96];
        20: round_key <= key[159:128];
        21: round_key <= key[191:160];
        22: round_key <= key[223:192];
        23: round_key <= key[255:224];
        24: round_key <= key[31:0];
        25: round_key <= key[63:32];
        26: round_key <= key[95:64];
        27: round_key <= key[127:96];
        28: round_key <= key[159:128];
        29: round_key <= key[191:160];
        30: round_key <= key[223:192];
        31: round_key <= key[255:224];
      endcase
    else
      case (round_num)
        0:  round_key <= key[255:224];
        1:  round_key <= key[223:192];
        2:  round_key <= key[191:160];
        3:  round_key <= key[159:128];
        4:  round_key <= key[127:96];
        5:  round_key <= key[95:64];
        6:  round_key <= key[63:32];
        7:  round_key <= key[31:0];
        8:  round_key <= key[255:224];
        9:  round_key <= key[223:192];
        10: round_key <= key[191:160];
        11: round_key <= key[159:128];
        12: round_key <= key[127:96];
        13: round_key <= key[95:64];
        14: round_key <= key[63:32];
        15: round_key <= key[31:0];
        16: round_key <= key[255:224];
        17: round_key <= key[223:192];
        18: round_key <= key[191:160];
        19: round_key <= key[159:128];
        20: round_key <= key[127:96];
        21: round_key <= key[95:64];
        22: round_key <= key[63:32];
        23: round_key <= key[31:0];
        24: round_key <= key[31:0];
        25: round_key <= key[63:32];
        26: round_key <= key[95:64];
        27: round_key <= key[127:96];
        28: round_key <= key[159:128];
        29: round_key <= key[191:160];
        30: round_key <= key[223:192];
        31: round_key <= key[255:224];
      endcase
  end
endmodule
module gost89_ecb_encrypt(
  input logic          clk,
  input logic          reset,
  input logic          load_data,
  input logic  [511:0] sbox,
  input logic  [255:0] key,
  input logic  [63:0]  in,
  output logic [63:0]  out,
  output logic         busy
);
  logic  [5:0]  round_num;
  logic  [31:0] n1, n2, round_key;
  logic [31:0] out1, out2;
  gost89_round
    rnd(.*,  .key(round_key));
  always_ff @(posedge clk) begin
    if (load_data) begin
      n1 <= in[63:32];
      n2 <= in[31:0];
      busy <= 1;
      round_num <= 0;
    end
    if (reset && !load_data) begin
      busy <= 0;
      round_num <= 32;
    end
    if (!reset && !load_data) begin
      if (round_num < 32)
        round_num <= round_num + 1;
      if (round_num > 0 && round_num < 32) begin
        n1 <= out1;
        n2 <= out2;
      end
      if (round_num == 32) begin
        out[63:32] <= out2;
        out[31:0]  <= out1;
        busy <= 0;
      end
    end
  end
  always_ff @(posedge clk)
    case (round_num)
      0:  round_key <= key[255:224];
      1:  round_key <= key[223:192];
      2:  round_key <= key[191:160];
      3:  round_key <= key[159:128];
      4:  round_key <= key[127:96];
      5:  round_key <= key[95:64];
      6:  round_key <= key[63:32];
      7:  round_key <= key[31:0];
      8:  round_key <= key[255:224];
      9:  round_key <= key[223:192];
      10: round_key <= key[191:160];
      11: round_key <= key[159:128];
      12: round_key <= key[127:96];
      13: round_key <= key[95:64];
      14: round_key <= key[63:32];
      15: round_key <= key[31:0];
      16: round_key <= key[255:224];
      17: round_key <= key[223:192];
      18: round_key <= key[191:160];
      19: round_key <= key[159:128];
      20: round_key <= key[127:96];
      21: round_key <= key[95:64];
      22: round_key <= key[63:32];
      23: round_key <= key[31:0];
      24: round_key <= key[31:0];
      25: round_key <= key[63:32];
      26: round_key <= key[95:64];
      27: round_key <= key[127:96];
      28: round_key <= key[159:128];
      29: round_key <= key[191:160];
      30: round_key <= key[223:192];
      31: round_key <= key[255:224];
    endcase
endmodule
module gost89_ecb_decrypt(
  input logic          clk,
  input logic          reset,
  input logic          load_data,
  input logic  [511:0] sbox,
  input logic  [255:0] key,
  input logic  [63:0]  in,
  output logic [63:0]  out,
  output logic         busy
);
  logic  [5:0]  round_num;
  logic  [31:0] n1, n2, round_key;
  logic [31:0] out1, out2;
  gost89_round
    rnd(.*, .key(round_key));
  always_ff @(posedge clk) begin
    if (load_data) begin
      n1 <= in[63:32];
      n2 <= in[31:0];
      busy <= 1;
      round_num <= 0;
    end
    if (reset && !load_data) begin
      busy <= 0;
      round_num <= 32;
    end
    if (!reset && !load_data) begin
      if (round_num < 32)
        round_num <= round_num + 1;
      if (round_num > 0 && round_num < 32) begin
        n1 <= out1;
        n2 <= out2;
      end
      if (round_num == 32) begin
        out[63:32] <= out2;
        out[31:0]  <= out1;
        busy <= 0;
      end
    end
  end
  always_ff @(posedge clk)
    case (round_num)
      0:  round_key <= key[255:224];
      1:  round_key <= key[223:192];
      2:  round_key <= key[191:160];
      3:  round_key <= key[159:128];
      4:  round_key <= key[127:96];
      5:  round_key <= key[95:64];
      6:  round_key <= key[63:32];
      7:  round_key <= key[31:0];
      8:  round_key <= key[31:0];
      9:  round_key <= key[63:32];
      10: round_key <= key[95:64];
      11: round_key <= key[127:96];
      12: round_key <= key[159:128];
      13: round_key <= key[191:160];
      14: round_key <= key[223:192];
      15: round_key <= key[255:224];
      16: round_key <= key[31:0];
      17: round_key <= key[63:32];
      18: round_key <= key[95:64];
      19: round_key <= key[127:96];
      20: round_key <= key[159:128];
      21: round_key <= key[191:160];
      22: round_key <= key[223:192];
      23: round_key <= key[255:224];
      24: round_key <= key[31:0];
      25: round_key <= key[63:32];
      26: round_key <= key[95:64];
      27: round_key <= key[127:96];
      28: round_key <= key[159:128];
      29: round_key <= key[191:160];
      30: round_key <= key[223:192];
      31: round_key <= key[255:224];
    endcase
endmodule
module gost89_round(
  input logic          clk,
  input logic  [511:0] sbox,
  input logic  [31:0]  key,
  input logic  [31:0]  n1,
  input logic  [31:0]  n2,
  output logic [31:0]  out1,
  output logic [31:0]  out2
);
  logic [31:0] tmp1, tmp2;
  assign tmp1 = n1 + key;
  gost89_sbox
    sbox1(.sbox(sbox[511:448]), .in(tmp1[3:0]), .out(tmp2[3:0])),
    sbox2(.sbox(sbox[447:384]), .in(tmp1[7:4]), .out(tmp2[7:4])),
    sbox3(.sbox(sbox[383:320]), .in(tmp1[11:8]), .out(tmp2[11:8])),
    sbox4(.sbox(sbox[319:256]), .in(tmp1[15:12]), .out(tmp2[15:12])),
    sbox5(.sbox(sbox[255:192]), .in(tmp1[19:16]), .out(tmp2[19:16])),
    sbox6(.sbox(sbox[191:128]), .in(tmp1[23:20]), .out(tmp2[23:20])),
    sbox7(.sbox(sbox[127:64]),  .in(tmp1[27:24]), .out(tmp2[27:24])),
    sbox8(.sbox(sbox[63 :0]),  .in(tmp1[31:28]), .out(tmp2[31:28]));
  assign out1[10:0]  = tmp2[31:21] ^ n2[10:0];
  assign out1[31:11] = tmp2[20:0]  ^ n2[31:11];
  assign out2 = n1;
endmodule
typedef enum logic [3:0] {
    IN_0 = 4'h0,
    IN_1 = 4'h1,
    IN_2 = 4'h2,
    IN_3 = 4'h3,
    IN_4 = 4'h4,
    IN_5 = 4'h5,
    IN_6 = 4'h6,
    IN_7 = 4'h7,
    IN_8 = 4'h8,
    IN_9 = 4'h9,
    IN_A = 4'ha,
    IN_B = 4'hb,
    IN_C = 4'hc,
    IN_D = 4'hd,
    IN_E = 4'he,
    IN_F = 4'hf
} in_enum;
module gost89_sbox(
  input logic    [63:0] sbox,
  input logic  [3:0]  in,
  output logic [3:0]  out
);
  always_comb begin
    case (in)
        IN_0: out = sbox[63:60];
        IN_1: out = sbox[59:56];
        IN_2: out = sbox[55:52];
        IN_3: out = sbox[51:48];
        IN_4: out = sbox[47:44];
        IN_5: out = sbox[43:40];
        IN_6: out = sbox[39:36];
        IN_7: out = sbox[35:32];
        IN_8: out = sbox[31:28];
        IN_9: out = sbox[27:24];
        IN_A: out = sbox[23:20];
        IN_B: out = sbox[19:16];
        IN_C: out = sbox[15:12];
        IN_D: out = sbox[11:8];
        IN_E: out = sbox[7:4];
        IN_F: out = sbox[3:0];
    endcase
  end
endmodule
```
`design/flow/run.sh`:
```
#!/bin/bash
# OpenROAD 26Q1-2900-gdf79404cd8, Yosys 0.63+post, stock flow scripts
make -C /OpenROAD-flow-scripts/flow DESIGN_CONFIG=/design/flow/config.mk WORK_HOME=/design/flow/orfs finish
```
`design/flow/config.mk`:
```
export PLATFORM = sky130hd
export DESIGN_NAME = gost89_cfb
export DESIGN_NICKNAME = gost89_cfb
export VERILOG_FILES = /design/flow/design.v
export SDC_FILE = /design/flow/constraint.sdc
export NUM_CORES = 4
export LEC_CHECK = 1
export CORE_AREA = 10 10 386 386
export DIE_AREA = 0 0 396 396
```
`design/flow/constraint.sdc`:
```
current_design gost89_cfb

set clk_period 19.3
set clk_io_pct 0.2

create_clock -name clk0 -period $clk_period [get_ports {clk}]

set non_clock_inputs [all_inputs -no_clocks]
set_input_delay [expr $clk_period * $clk_io_pct] -clock clk0 $non_clock_inputs
set_output_delay [expr $clk_period * $clk_io_pct] -clock clk0 [all_outputs]
```
==> results_dict.tcl <==
# metrics dict for downstream scripts
set metrics [dict create \
    worstRegToRegCells 16 \
    routed_via_density 4.583 \
    hold_class "register to register" \
    gp_congestion 0.9549 \
    synth_top_cell_by_area "edfxtp_1" \
    fp.dieW_um 396 \
    die_y_um 396 \
    routedWlPerCell_um 27.60 \
    vias 23880 \
    worst_pin_slew_ns 0.8706 \
    regArea_mm2 0.01009 \
    ios 901 \
    combGateArea_mm2 0.01281 \
    clk_latency_ns 0.59 \
    setup_viol 0 \
    fin_ws_ns 13.18 \
    yosysWarnings 3 \
    place_inst 5134 \
    final_util_pct 25.89 \
    timing.rr.end "ecb_encrypt.n1[29]" \
    start_kind "primary input" \
    cts_buffers 39 \
    ant_nets 0 \
    cts_setup_buffers 0 \
    cp_max_fo 49 \
    skew_ns 0.03270 \
    cts-root-buf "clkbuf_16" \
    final.min_clock_period_ns 6.123 \
    slew_viol_final 0 \
    post-route-cell-area_mm2 0.03626 \
    synthFlopType "edfxtp_1" \
    hold-path-cell-count 2 \
    dp_slack_ns 12.57 \
    layout_top_cells "clkdlybuf4s50_1, nand2_1, edfxtp_1, o21ai_0, nor2_1" \
    crit_chain "clkdlybuf4s50_1, inv_1, ha_4, buf_4, buf_4, mux2i_1, nor2_1, a21o_1" \
    ys_area_mm2 0.02341 \
    synth_cell_types 93 \
    clk_pin_slew_ns 0.06 \
    max_stage_delay_ns 0.69 \
    edf_count 288 \
    maxCapViolations 0 \
    syn_area_mm2 0.02341 \
    holdPathEnd "ecb_encrypt.busy" \
    cts_hold_buf 0 \
    cp-end-kind "register" \
    grt_max_degree 89 \
    drtPass1Iterations 6 \
    ctsHtreeMaxLevel 2 \
    min-delay-start "ecb_encrypt.busy" \
    slew-limit-headroom_pct 41.35 \
    required_ns 19.78 \
    drive_above_1_share_pct 6.999 \
    yosys-top-cells-area "edfxtp_1, dfxtp_1, nand2_1" \
    critical_path.top_delay_family "buffers and inverters" \
    clk_path_buf_depth 3 \
    cp_slowest_cell "buf_4" \
    grt_usage_pct 17.78 \
    antenna_found_initial 53 \
    grt_pass1_wl_um 193800 \
    cp.arrival_ns 6.60 \
    dieArea_mm2 0.1568 \
    ys_cells 2438 \
    worstReg2RegStart "ecb_encrypt.n1[0]" \
    cpMostUsedCell "buf_4" \
    drt_iter0_markers 1816 \
    initial_core_util_pct 16.72 \
    crit_type "primary input to register" \
    postSynthSeqShare_pct 43.09 \
    postSynth.asyncResetShare_pct 0 \
    rows 137 \
    rsz0062_at_grt "false" \
    setup_tns_ns 0 \
    syn_area_per_cell_um2 9.604 \
    crit_buf_inv 4 \
    lay_top_count "clkdlybuf4s50_1" \
    reg2reg_slack_ns 13.68 \
    synthCells 2438 \
    numClockSinks 360 \
    io_buffers 900 \
    finalClockPeriodUsage_pct 31.72 \
    drc_errors 0 \
    wirelength_um 143800 \
    warnings 30 \
    hold_viol 0 \
    timing.fmax_mhz 163.3 \
    ctsResizeCount 0 \
    ys.flops 360 \
    tritoncts "built" \
    yosysTopAreaCellShare_pct 36.93 \
    grt.overflow.total 0 \
    cp.depth 8 \
    dpl_cell_area_mm2 0.03499 \
    holdWs_ns 0.4830 \
    status "completed" \
    design.core.area_mm2 0.1400 \
    area_delta_synth_final_pct 54.86 \
    filler_cell_count 14910 \
    dp_hpwl_um 121500 \
    stdcell_count 5211 \
    grt_pass1_vias 23930 \
]
-- state kept, by name, summed over array words and instances (netlist names) --
signal / flops
ecb_encrypt.out: 64
ecb_encrypt.round_num: 6
ecb_encrypt.busy: 1
ecb_encrypt.n1: 32
gamma: 64
in_value: 64
ecb_encrypt.round_key: 32
out: 64
busy: 1
ecb_encrypt.n2: 32
-- area by class of cell --
cell class,instances,share of cell area [%]
Timing Repair Buffer,987,26.64
Clock inverter,15,0.4451
Clock buffer,56,3.006
Tap cell,1876,6.473
Sequential cell,360,27.83
Multi-Input combinational cell,1888,35.33
Antenna cell,6,0.04141
Inverter,23,0.2415
-- synth_stat cells (all sizes together) (9+ instances only) --
cell type and count:
a211oi 21, a21o 32, a21oi 101, a221o 9, a221oi 16, a222oi 32
a22oi 82, a31o 9, a31oi 29, a32oi 20, and2 11, and3 27
and4 14, buf 29, clkbuf 138, dfxtp 72, edfxtp 288, ha 38
inv 23, mux2 17, mux2i 103, nand2 294, nand3 98, nand3b 9
nand4 74, nor2 119, nor2b 69, nor3 46, nor4 13, o211ai 29
o21a 24, o21ai 196, o221ai 10, o22ai 19, o31ai 10, or3 11
xnor2 96, xor2 100
-- worst register-to-register path, delay by kind of cell (launching register included) --
| family | cells | cell delay (ns) |
|---|---|---|
| buffers and inverters | 2 | 0.23 |
| AND-OR/OR-AND | 8 | 3.01 |
| adder cells (fa/ha/maj) | 2 | 0.72 |
| flip-flops | 1 | 0.55 |
| AND/OR/NAND/NOR | 4 | 1.03 |
-- worst max-delay path by stage --
stage         startpoint                 end  slack [ns]
CTS                reset  ecb_encrypt.n1[19]       13.20
global route       reset  ecb_encrypt.n1[19]       13.02
finish             reset  ecb_encrypt.n1[19]       13.18
-- metal layers --
| metal | global-route usage, % | vias up | part of all wire (%) |
|---|---|---|---|
| li1 | - | 11080 | - |
| met1 | 22.63 | 11530 | 40 |
| met2 | 30.49 | 1051 | 50 |
| met3 | 4.571 | 189 | 7.5 |
| met4 | 3.752 | 26 | 2.7 |
| met5 | 0 | - | 0.12 |
-- cell families (layout without fill, tap and decap cells) --
| family | Yosys count | count (layout) | synth area share, % |
|---|---|---|---|
| XOR/XNOR | 196 | 196 | 7.428 |
| AND/OR/NAND/NOR | 801 | 801 | 16.69 |
| buffers and inverters | 190 | 1081 | 3.169 |
| AND-OR/OR-AND | 724 | 724 | 21.52 |
| adder cells (fa/ha/maj) | 39 | 39 | 2.116 |
| other | 0 | 6 | 0 |
| multiplexers | 128 | 128 | 5.990 |
| flip-flops | 360 | 360 | 43.09 |
